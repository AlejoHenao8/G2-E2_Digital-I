==> /design/flow/design.v <==
module estacionamiento (
    input wire clk,            
    input wire ech,            
    output reg trigger_o,      
    output reg led_50cm,       
    output reg led_100cm,      
    output reg led_200cm,      
    output reg buzzer          
);
    parameter CLOCK_FREQ = 50000000;  
    parameter SOUND_SPEED = 34300;    
    parameter DISTANCE_50CM = 50;     
    parameter DISTANCE_60CM = 60;     
    parameter DISTANCE_100CM = 100;   
    parameter DISTANCE_110CM = 110;   
    parameter DISTANCE_200CM = 200;   
    parameter TIME_50CM  = (2 * DISTANCE_50CM * CLOCK_FREQ) / SOUND_SPEED;   
    parameter TIME_60CM  = (2 * DISTANCE_60CM * CLOCK_FREQ) / SOUND_SPEED;   
    parameter TIME_100CM = (2 * DISTANCE_100CM * CLOCK_FREQ) / SOUND_SPEED;  
    parameter TIME_110CM = (2 * DISTANCE_110CM * CLOCK_FREQ) / SOUND_SPEED;  
    parameter TIME_200CM = (2 * DISTANCE_200CM * CLOCK_FREQ) / SOUND_SPEED;  
    reg [31:0] echo_time;      
    reg measuring;             
    reg [23:0] trigger_count;  
    reg [31:0] delay_count;    
    initial begin
        measuring <= 0;
        echo_time <= 0;
        trigger_count <= 0;
        delay_count <= 0;
        trigger_o <= 0;
        led_50cm <= 0;   
        led_100cm <= 0;  
        led_200cm <= 0;  
        buzzer <= 0;     
    end
    always @(posedge clk) begin
        if (delay_count == 0) begin
            if (trigger_count == 0) begin
                trigger_o <= 1;  
                trigger_count <= CLOCK_FREQ / 100000;  
            end else if (trigger_count == 1) begin
                trigger_o <= 0;  
                trigger_count <= 0;
                delay_count <= CLOCK_FREQ / 16;  
            end else begin
                trigger_count <= trigger_count - 1;
            end
        end else begin
            delay_count <= delay_count - 1;
        end
    end
    always @(posedge clk) begin
        if (trigger_o == 0 && ech == 1 && !measuring) begin
            measuring <= 1;
            echo_time <= 0;
        end else if (measuring) begin
            if (ech == 0) begin
                measuring <= 0;
                led_50cm <= 1;  
                led_100cm <= 1;
                led_200cm <= 1;
                buzzer <= 1;
                if (echo_time <= TIME_50CM) begin
                    led_50cm <= 0;
                    buzzer <= 0;  
                end else if (echo_time > TIME_50CM && echo_time < TIME_100CM) begin
                    led_100cm <= 0;
                end else if (echo_time > TIME_100CM) begin
                    led_200cm <= 0;
                end
            end else begin
                echo_time <= echo_time + 1;
            end
        end
    end
endmodule
==> /design/flow/run.sh <==
#!/bin/bash
# OpenROAD 26Q1-2900-gdf79404cd8, Yosys 0.63+post, stock flow scripts
make -C /OpenROAD-flow-scripts/flow DESIGN_CONFIG=/design/flow/config.mk WORK_HOME=/design/flow/orfs finish
==> /design/flow/config.mk <==
export PLATFORM = sky130hd
export DESIGN_NAME = estacionamiento
export DESIGN_NICKNAME = estacionamiento
export VERILOG_FILES = /design/flow/design.v
export SDC_FILE = /design/flow/constraint.sdc
export NUM_CORES = 4
export LEC_CHECK = 1
export CORE_UTILIZATION = 30
==> /design/flow/constraint.sdc <==
current_design estacionamiento

set clk_period 9.3
set clk_io_pct 0.2

create_clock -name clk0 -period $clk_period [get_ports {clk}]

set non_clock_inputs [all_inputs -no_clocks]
set_input_delay [expr $clk_period * $clk_io_pct] -clock clk0 $non_clock_inputs
set_output_delay [expr $clk_period * $clk_io_pct] -clock clk0 [all_outputs]
==> out/qor.yml <==
status: "finished clean"
simple_gate_share: 0.285
yosys_cells: 514
hold-path-cell-count: 2
skew_ns: 0.00801
ys_area_sq_um: 5050
cts-buffers-inserted: 9
fin_setup_tns_ns: 0
required_ns: 9.58
r2r_cells: 6
worstPathArrival_ns: 3.76
synth_flops: 93
setup_violations: 0
drtIter0Drc: 193
power_density_nw_per_um2: 150
synthMuxAreaShare: 0.00446
min-delay-path-class: "flip-flop to flip-flop"
placed_area_sq_um: 5310
postSynth.asyncResetShare: 0
start_kind: "primary input"
ys.flop_type: "edfxtp_1"
via_count: 3599
fp.dieH_um: 132
finalWirelength_um: 9150
path_cells: "clkdlybuf4s50_1 -> nand2_1 -> nor4_1 -> nand4_1 -> or3_1 -> a21oi_1"
final_core_util: 0.341
endpoint_kind: "flip-flop"
rows: 47
ys_seq_share: 0.488
ys_sh_aoi: 0.0555
root_buffer: "clkbuf_16"
drtPass1Iterations: 4
ys_types: 55
grt_pass1_wl_um: 16300
finalHoldViolCount: 0
rsz0062_at_grt: "false"
syn_inst: 514
cts_setup_buffers: 0
ios: 7
irDropWorstVdd_uv: 114
grt_max_degree: 41
die_width_um: 132
maxSlewViolCount: 0
cts_tree: "yes"
gr-total-overflow: 0
drc: 0
dp_hpwl_um: 6050
adder_share: 0.0223
cts.path.max_buffers: 2
initCoreUtil: 0.306
track_usage: 0.116
antenna_found_initial: 0
diodes: 0
leakage_uw: 0.00191
slowest_delay_ns: 0.54
cap_violations: 0
synthXorXnorAreaFrac: 0.116
yosys_warnings: 1
place_congestion: 0.861
post_route_cells_drive_above_1_share: 0.0676
ys_top_logic_family: "simple AND/OR/NAND/NOR gates"
warnings: 31
edf_count: 60
slew_headroom: 0.447
min_period_over_period: 0.374
worst-path-max-fanout: 6
clk_latency_ns: 0.34
syn-mean-instance-area_sq_um: 9.82
grt_pass1_vias: 3452
ant_nets: 0
h-tree-depth: 3
cpMaxStageDelayCell: "clkdlybuf4s50_1"
fin_area_sq_um: 5630
layout_min_cycle_time_ns: 3.48
cts-resized-gates: 0
worst_slew_pin_slew_ns: 0.828
area_delta_synth_final_pct: 11.5
cts_hold_buf: 0
fmax_mhz: 287
crit_type: "primary input to flip-flop"
wire_per_inst_um: 12.4
cts_sinks: 93
synth.cell_area_sq_um: 5050
path_clk_slew_ns: 0.07
routed_via_density: 4.88
port_buffers: 6
coreArea_sq_um: 16500
die_area_sq_um: 17400
n_fill_cell: 1609
timing.hold.ws_ns: 0.499
## power by group
| part | internal (uW) | leakage, uW | switching [uW] | total [uW] |
|---|---|---|---|---|
| Sequential | 437 | 0.000957 | 4.16 | 441 |
| Combinational | 6.38 | 0.000802 | 11.9 | 18.3 |
| Clock | 224 | 0.000156 | 159 | 383 |
## worst paths after layout
check,to,from,slack [ns]
worst max-delay path,echo_time[27],ech,5.82
worst min-delay path,echo_time[10],echo_time[10],0.50
worst max register to register,trigger_o,delay_count[5],6.21
worst min register to register,echo_time[10],echo_time[10],0.50
## critical path: cells and delay by family
kind,cells,cell delay (ns)
and+or+nand+nor,4,1.21
AOI/OAI and AO/OA,1,0.14
buffers and inverters,1,0.54
## registers in the layout, summed over array words and instances, names as in the netlist
name and flops:
echo_time 32, led_200cm 1, buzzer 1, measuring 1
trigger_o 1, led_100cm 1, delay_count 32, trigger_count 24
## cells in the final DEF (no fill, tap or decap), drive strengths merged, types with 14 or more instances in the layout
cell | Yosys | layout
dfxtp | 33 | 33
edfxtp | 60 | 60
inv | 12 | 14
nand2 | 35 | 35
nand3 | 22 | 22
nand4 | 19 | 19
nor2 | 83 | 83
nor3 | 28 | 28
nor4 | 27 | 27
o21ai | 18 | 18
xnor2 | 40 | 40
xor2 | 27 | 27
## cells in the mapped netlist, drive strengths merged, types with 2 or more instances
library cell,number,area [sq um]
edfxtp,60,1800
nor3,28,145
or4,5,41.3
a21o,2,15.0
dfxtp,33,661
o31ai,6,45.0
mux2,2,22.5
nand4b,2,17.5
and3,5,31.3
or3,12,80.1
nand3,22,123
and2,6,37.5
or2,2,12.5
nand4,19,140
a21oi,10,50.1
xor2,27,236
nand2,35,134
clkbuf,11,42.5
nand3b,4,30.0
nor4,27,205
nand2b,5,31.3
a21boi,2,15.0
o21a,3,22.5
nor4b,2,17.5
buf,9,56.3
o21ai,18,90.1
xnor2,40,350
nor2,83,312
inv,12,45.0
nor2b,2,12.5
nor3b,3,22.5
ha,9,113
## area by class of cell
class / instances / area [sq um] / share of cell area
clock inverter: 4 / 33.8 / 0.00600
inverter: 12 / 45.0 / 0.00800
clock buffer: 12 / 289 / 0.0513
timing repair buffer: 8 / 75.1 / 0.0133
multi-input combinational: 389 / 2450 / 0.435
sequential: 93 / 2460 / 0.437
tap: 220 / 275 / 0.0489
## per-stage QoR
stage | total power, uW | setup slack [ns] | cells
2_1_floorplan | 463 | 6.19 | 514
6_report | 842 | 5.82 | 738
3_5_place_dp | 469 | 5.46 | 722
3_3_place_gp | 468 | 5.48 | 722
5_1_grt | 875 | 5.63 | 738
4_1_cts | 858 | 5.82 | 738
## metal layers
| layer | global-route usage | vias to the layer above | part of all wire |
|---|---|---|---|
| li1 | - | 1851 | - |
| met1 | 0.182 | 1690 | 0.52 |
| met2 | 0.171 | 53 | 0.44 |
| met3 | 0.0322 | 5 | 0.038 |
| met4 | 0.0103 | 0 | 0.0085 |
| met5 | 0 | - | 0 |
## kinds of logic (layout without fill, tap and decap cells)
| logic type | Yosys count | count (layout) |
|---|---|---|
| fa+ha+maj | 9 | 9 |
| buf+inv | 32 | 36 |
| xor+xnor | 67 | 67 |
| compound gates | 46 | 46 |
| mux | 2 | 2 |
| flops | 93 | 93 |
| simple gates | 265 | 265 |
Power figures rest on the tool's default switching activity, not on a simulated workload.
