## design.v

```verilog
module sum1b (a,b,ci,s,co);
input a;
input b;
input ci;
output s;
output co;
wire X1;  
wire A1;  
wire A2;  
assign X1 = a ^ b; 
assign A1 = a & b;
assign A2 = X1 & ci;
assign s = X1 ^ ci;
assign co = A1 | A2;
endmodule
module sum4b(A, B, Ci, S, Co);
input [3:0] A;
input [3:0] B;
input Ci;
output [3:0] S;   
output Co;
wire C1,C2,C3;
sum1b sum0(.a(A[0]), .b(B[0]), .ci(Ci),.s(S[0]), .co(C1));
sum1b sum1(.a(A[1]), .b(B[1]), .ci(C1), .s(S[1]), .co(C2));
sum1b sum2(.a(A[2]), .b(B[2]), .ci(C2), .s(S[2]), .co(C3));
sum1b sum3(.a(A[3]), .b(B[3]), .ci(C3), .s(S[3]), .co(Co));
endmodule
```

## run.sh

```bash
#!/bin/bash
# OpenROAD 26Q1-2900-gdf79404cd8, Yosys 0.63+post, stock flow scripts
make -C /OpenROAD-flow-scripts/flow DESIGN_CONFIG=/design/flow/config.mk WORK_HOME=/design/flow/orfs finish
```

## config.mk

```make
export PLATFORM = sky130hd
export DESIGN_NAME = sum4b
export DESIGN_NICKNAME = sum4b
export VERILOG_FILES = /design/flow/design.v
export SDC_FILE = /design/flow/constraint.sdc
export NUM_CORES = 4
export LEC_CHECK = 1
export CORE_AREA = 10 10 70 70
export DIE_AREA = 0 0 80 80
```

## constraint.sdc

```tcl
current_design sum4b

set clk_period 3.0
set clk_io_pct 0.2

create_clock -name clk0 -period $clk_period

set non_clock_inputs [all_inputs -no_clocks]
set_input_delay [expr $clk_period * $clk_io_pct] -clock clk0 $non_clock_inputs
set_output_delay [expr $clk_period * $clk_io_pct] -clock clk0 [all_outputs]
```

==> results.cfg <==
; synthesis and place-and-route metrics
[outcome]
status = finished clean

[power]
power_density_mw_per_mm2 = 139
max-vdd-ir-drop_v = 0.0000373
p_int_mw = 0.0275
seqPwrFrac = 0
finalPower_mw = 0.0419
switching_power_mw = 0.0145
pwr-share-clk = 0
p_leak_nw = 0.143
sw_frac_of_total = 0.345
pwr-share-comb = 1.000

[run]
drv_cap = 0
warning_count = 32

[grt]
grt_pass1_wl_um = 696
antenna_found_initial = 0
gr-usage-all-layers = 0.0139
grt_max_degree = 2
overflow = 0
grt_pass1_vias = 164

[cells_and_area]
clkbuf_count = 0
layout-drive-gt1-share = 0.429
layout.area.comb_um2 = 87.6
syn_to_final_growth_pct = 104
fillers = 409
seq_area_um2 = 0
seq_cell_count = 0
finalNonFillerCells = 74

[timing]
maxSlewViolCount = 0
final.period_utilization = 0.961
setup_viol = 0
timing.fmax_ghz = 0.347
worst_slack_ns = 0.117
rsz0062_at_grt = false
worstMarginPinSlew_ns = 0.105
setup_tns_ns = 0
whs_ns = 1.94
maxSlewHeadroom = 0.930
finalCriticalPeriod_ns = 2.88
hold_viol = 0

[floorplan]
chip_area_mm2 = 0.00640
die_y_um = 80
core_area_mm2 = 0.00342
initial_core_util = 0.0432
rows = 21
dieWidth_um = 80
ios = 14

[routing]
wl_per_cell_um = 6.15
antenna_cells = 0
via_per_inst = 1.78
ant_nets = 0
firstDrtPassIters = 1
drt-total-wl_um = 455
drtIter0Drc = 0
num_vias = 132
drc = 0

[clock_network]
cts_setup_buffers = 0

[placed_design]
hpwl_um = 449
place.gp.congestion = 0.791
placed_cells = 74
dp_slack_ns = -0.710
io_buffer_count = 14

[logic_synthesis]
syn-cell-area_um2 = 148
synthCells = 18
common_cells = inv_1, buf_4, fa_1
ys_seq_share = 0
yosysUniqueCellTypes = 3
topCellsByArea = fa_1, inv_1, buf_4
yosys_area_um2 = 148
avgSynthCellArea_um2 = 8.20
ys_cells = 18
yosysWarnings = 0
yosysTopAreaCellShare = 0.542
yosysMostFrequentCell = inv_1
top_area_cell = fa_1

[worst_setup_path]
critPathRequiredTime_ns = 2.40
endpoint_kind = output pin
crit_path_max_fanout = 1
critPathKind = primary input to output pin
cp.arrival_ns = 2.28
start_kind = primary input

[min_path]
min_from = B[3]
hold_path.class = primary input to output pin
whs_path_depth = 5
min_to = S[3]
## worst max-delay path: stages
cell	delay, ns
buf_2	0.10
inv_2	0.06
fa_2	0.20
inv_2	0.04
fa_2	0.34
fa_2	0.34
inv_2	0.06
fa_1	0.40
inv_1	0.06
buf_2	0.08
## cell usage in the layout, fill, tap and decap left out
| cell | count |
|---|---|
| dlymetal6s2s_1 | 1 |
| inv_1 | 5 |
| clkdlybuf4s50_1 | 6 |
| dlygate4sd2_1 | 3 |
| buf_2 | 4 |
| inv_2 | 5 |
| fa_2 | 3 |
| fa_1 | 1 |
## final cells by class
class	count	share of cell area
Inverter	10	0.124
Timing Repair Buffer	14	0.394
Multi-Input combinational cell	4	0.290
Tap cell	46	0.191
## how the worst max path moves through the flow
stage         from   end  slack, ns  cells after the start
finish        A[0]  S[3]       0.12                     10
global route  A[0]  S[3]      0.006                     10
CTS           B[1]  S[3]      0.008                      7
## power groups by stage
stage,clock network (mW),logic (mW),registers [mW]
after CTS,0,0.0444,0
final,0,0.0419,0
after global routing,0,0.0491,0
## metrics by stage
step / util / cell area [um2]
after global routing: 0.0883 / 302
after CTS: 0.0875 / 299
final: 0.0883 / 302
after global placement: 0.0923 / 315
after floorplan: - / 148
after detailed placement: 0.0923 / 315
## cells by family (layout without fill, tap and decap cells)
logic type	after synthesis	in the layout	synth area share
buf+inv	14	24	0.458
fa+ha+maj	4	4	0.542
## what timing repair did
| action | in CTS | in global routing |
|---|---|---|
| cloned | 0 | 0 |
| pin swaps | 4 | 2 |
| resized | 26 | 1 |
| setup endpoints to repair | 4 | 1 |
| hold buffers | 0 | 0 |
| hold endpoints to repair | 0 | 0 |
## layer usage
layer  up-vias  routed length [um]  GRT usage
li1         60                   -          -
met1        58                 221     0.0194
met2        14                 134     0.0185
met3         0                 100    0.00909
met4         0                   0          0
met5         -                   0          0
Power figures rest on the tool's default switching activity, not on a simulated workload.
